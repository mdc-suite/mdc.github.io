===== flow/config.mk =====
export PLATFORM = sky130hd
export DESIGN_NAME = counter
export DESIGN_NICKNAME = counter
export VERILOG_FILES = /design/flow/design.v
export SDC_FILE = /design/flow/constraint.sdc
export NUM_CORES = 4
export LEC_CHECK = 1
export CORE_AREA = 10 10 70 70
export DIE_AREA = 0 0 80 80

===== flow/constraint.sdc =====
current_design counter

set clk_period 2.0
set clk_io_pct 0.2

create_clock -name clk0 -period $clk_period [get_ports {clk}]

set non_clock_inputs [all_inputs -no_clocks]
set_input_delay [expr $clk_period * $clk_io_pct] -clock clk0 $non_clock_inputs
set_output_delay [expr $clk_period * $clk_io_pct] -clock clk0 [all_outputs]

===== flow/design.v =====
`timescale 1ns / 1ps
module axis_aes256 #
    (parameter C_AXIS_TDATA_WIDTH = 32) (
    input  wire                   s00_axis_aclk,         
    input  wire                   s00_axis_aresetn,
    input  wire [C_AXIS_TDATA_WIDTH-1:0]  s00_axis_tdata,  
    input  wire                   s00_axis_tvalid,         
    output wire                   s00_axis_tready,         
    input  wire                   s01_axis_aclk,           
    input  wire                   s01_axis_aresetn,        
    input  wire [C_AXIS_TDATA_WIDTH-1:0]  s01_axis_tdata,  
    input  wire                   s01_axis_tvalid,         
    output wire                   s01_axis_tready,         
    input  wire                   s02_axis_aclk,           
    input  wire                   s02_axis_aresetn,        
    input  wire [C_AXIS_TDATA_WIDTH-1:0]  s02_axis_tdata,  
    input  wire                   s02_axis_tvalid,         
    output wire                   s02_axis_tready,         
    input  wire                   m00_axis_aclk,           
    input  wire                   m00_axis_aresetn,        
    output wire [C_AXIS_TDATA_WIDTH-1:0]  m00_axis_tdata,  
    output wire                   m00_axis_tvalid,         
    input  wire                   m00_axis_tready,        
    output wire                   m00_axis_tlast           
);
    wire in00_fifo_full, in01_fifo_full, in02_fifo_full;
    wire in00_fifo_valid, in01_fifo_valid, in02_fifo_valid;      
    wire [7:0] text_data, key_data, rc_data;
    wire text_full, key_full, rc_full;
    wire in00_fifo_enr, in01_fifo_enr, in02_fifo_enr;
    wire text_wr, key_wr, rc_wr;
    wire  [7:0] chiped_text_data;
    wire chiped_text_wr;
    wire out00_fifo_full;
    wire out00_fifo_valid;
    wire [7:0] out00_fifo_data;
    fifo_small #(.depth(64), .size(8)) DUT_fifo_small_in00 (
        .full(in00_fifo_full),     
        .datain(s00_axis_tdata[7:0]),   
        .enw(s00_axis_tvalid),      
        .valid(in00_fifo_valid),    
        .dataout(text_data),  
        .enr(in00_fifo_enr),      
        .clk(s00_axis_aclk),
        .rst_n(s00_axis_aresetn)
    );
    assign in00_fifo_enr = ~text_full;
    assign s00_axis_tready = ~in00_fifo_full;
    assign text_wr = in00_fifo_valid & in00_fifo_enr;
    fifo_small #(.depth(64), .size(8)) DUT_fifo_small_in01 (
        .full(in01_fifo_full),     
        .datain(s01_axis_tdata[7:0]),   
        .enw(s01_axis_tvalid),      
        .valid(in01_fifo_valid),    
        .dataout(key_data),  
        .enr(in01_fifo_enr),      
        .clk(s00_axis_aclk),
        .rst_n(s00_axis_aresetn)
    );
    assign in01_fifo_enr = ~key_full;
    assign s01_axis_tready = ~in01_fifo_full;
    assign key_wr = in01_fifo_valid & in01_fifo_enr;
    fifo_small #(.depth(64), .size(8)) DUT_fifo_small_in02 (
        .full(in02_fifo_full),     
        .datain(s02_axis_tdata[7:0]),   
        .enw(s02_axis_tvalid),      
        .valid(in02_fifo_valid),    
        .dataout(rc_data),  
        .enr(in02_fifo_enr),      
        .clk(s00_axis_aclk),
        .rst_n(s00_axis_aresetn)
    );
    assign in02_fifo_enr = ~rc_full;
    assign s02_axis_tready = ~in02_fifo_full;
    assign rc_wr = in02_fifo_valid & in02_fifo_enr;
    multi_dataflow DUT_aes256 (
       .text_data(text_data),   
	   .text_wr(text_wr),
	   .text_full(text_full),
	   .key_data(key_data),
	   .key_wr(key_wr),
	   .key_full(key_full),
	   .rc_data(rc_data),
	   .rc_wr(rc_wr),
	   .rc_full(rc_full),
	   .chiped_text_data(chiped_text_data),
	   .chiped_text_wr(chiped_text_wr),
       .chiped_text_full(out00_fifo_full),
	   .clock(s00_axis_aclk),
	   .reset(s00_axis_aresetn)
    );	
    fifo_small #(.depth(64), .size(8)) DUT_fifo_small_out00 (
        .full(out00_fifo_full),     
        .datain(chiped_text_data),   
        .enw(chiped_text_wr),      
        .valid(out00_fifo_valid),    
        .dataout(out00_fifo_data),  
        .enr(m00_axis_tready),      
        .clk(s00_axis_aclk),
        .rst_n(s00_axis_aresetn)
    );
    assign m00_axis_tvalid = m00_axis_tready & out00_fifo_valid;
    assign m00_axis_tdata = {24'd0, out00_fifo_data};
    counter #(.MAX(15)) DUT_counter_out (.clk(s00_axis_aclk), .rst_n(s00_axis_aresetn), .en_count(m00_axis_tvalid), .max(m00_axis_tlast));
endmodule
module counter #(parameter MAX=16)
    (
    input clk,
    input rst_n,
    input en_count, 
    output max
    );
    reg [$clog2(MAX):0] count;
    always @(posedge clk, negedge rst_n)
        if (rst_n  == 1'b0)
            count <= 0;
        else if (max == 1'b1)
            count <= 0;
        else if (en_count == 1'b1)
            count <= count + 1'b1;
    assign max = (count == MAX);        
endmodule

===== flow/run.sh =====
#!/bin/bash
# OpenROAD 26Q1-2900-gdf79404cd8, Yosys 0.63+post, stock flow scripts
make -C /OpenROAD-flow-scripts/flow DESIGN_CONFIG=/design/flow/config.mk WORK_HOME=/design/flow/orfs finish

==> flow_summary.html <==
<h3>Flow metrics</h3>
<table>
<tr><th>Metric</th><th>Value</th></tr>
<tr><th colspan="2">Status</th></tr>
<tr><td>Run status</td><td>finished clean</td></tr>
<tr><th colspan="2">Power and ir drop</th></tr>
<tr><td>Leakage component of the power</td><td>0.1889 nW</td></tr>
<tr><td>Power Density</td><td>1295 nW/um2</td></tr>
<tr><td>Portion of total power attributed to combinational logic</td><td>0.439</td></tr>
<tr><td>Switching part of the total power</td><td>0.3502</td></tr>
<tr><td>Internal Pwr Total</td><td>0.0003631 W</td></tr>
<tr><td>Switching power total</td><td>between 0.00015 and 0.0002 W</td></tr>
<tr><td>Peak supply drop</td><td>between 0.0006 and 0.0007 V</td></tr>
<tr><td>Clock share of power</td><td>0.218</td></tr>
<tr><td>Sequential fraction of design power</td><td>0.343</td></tr>
<tr><th colspan="2">Drt</th></tr>
<tr><td>Drt first-iter violations</td><td>0</td></tr>
<tr><td>Total number of vias</td><td>222</td></tr>
<tr><td>Iteration count of the initial detailed-routing pass</td><td>1</td></tr>
<tr><td>WL/cell</td><td>7.476 um</td></tr>
<tr><td>Total detailed-routing wirelength</td><td>613 um</td></tr>
<tr><td>Number of diodes</td><td>0</td></tr>
<tr><td>Via-per-instance ratio</td><td>2.707</td></tr>
<tr><td>DRC violations left</td><td>0</td></tr>
<tr><td>Number of routed nets with antenna violations</td><td>0</td></tr>
<tr><th colspan="2">STA</th></tr>
<tr><td>Max-slew violations</td><td>0</td></tr>
<tr><td>Worst max-slew margin expressed relative to the limit</td><td>0.8251</td></tr>
<tr><td>Worst Clk Skew</td><td>between 0.006 and 0.007 ns</td></tr>
<tr><td>Unrepaired setup endpoints after global routing</td><td>no</td></tr>
<tr><td>Setup Total Neg Slack</td><td>0 ns</td></tr>
<tr><td>Maximum frequency from static timing analysis</td><td>636.6 MHz</td></tr>
<tr><td>Final number of hold-violating endpoints</td><td>0</td></tr>
<tr><td>Final setup violating endpoints</td><td>0</td></tr>
<tr><td>Worst Tran Pin Value</td><td>0.2615 ns</td></tr>
<tr><td>Final Cycle Share</td><td>0.7854</td></tr>
<tr><td>Fin crit period</td><td>1.571 ns</td></tr>
<tr><th colspan="2">Finish</th></tr>
<tr><td>Register containing the most flip-flops in the final layout</td><td>count</td></tr>
<tr><td>Post-Route Utilization</td><td>0.1264</td></tr>
<tr><td>Flip-flop count of the largest register after layout</td><td>5</td></tr>
<tr><td>Largest regs</td><td>count x5</td></tr>
<tr><td>Layout-stage area growth over the synthesis result</td><td>58.26%</td></tr>
<tr><td>Filler instances</td><td>401</td></tr>
<tr><td>Proportion of layout cells with a drive suffix above 1</td><td>0.3611</td></tr>
<tr><th colspan="2">Global route</th></tr>
<tr><td>Number of antenna violations at the first check in global routing</td><td>0</td></tr>
<tr><td>Overall fraction of global-route tracks in use</td><td>0.02182</td></tr>
<tr><td>Maximum number of pins on one net before global-route repair</td><td>7</td></tr>
<tr><td>Global route total overflow</td><td>0</td></tr>
<tr><td>Global-route wire length before repair</td><td>roughly 1100 um</td></tr>
<tr><td>Vias in the first global route</td><td>252</td></tr>
<tr><th colspan="2">Yosys</th></tr>
<tr><td>Yosys synthesis chip area</td><td>272.8 um2</td></tr>
<tr><td>Yosys synthesis warning count</td><td>1</td></tr>
<tr><td>Primary flip-flop cell chosen by synthesis mapping</td><td>sky130_fd_sc_hd__dfrtp_1</td></tr>
<tr><td>Commonest cells post-synth</td><td>sky130_fd_sc_hd__dfrtp_1, sky130_fd_sc_hd__nor2_1</td></tr>
<tr><td>Most frequent cell after synthesis</td><td>sky130_fd_sc_hd__dfrtp_1</td></tr>
<tr><td>Number of enable-type register cells in the synthesized netlist</td><td>0</td></tr>
<tr><td>Register area share after synthesis</td><td>0.4587</td></tr>
<tr><td>Gate count after technology mapping</td><td>25</td></tr>
<tr><td>Fraction of synthesis flops using an asynchronous set or reset pin</td><td>1.000</td></tr>
<tr><td>Synthesized registers</td><td>5</td></tr>
<tr><td>Area leader share</td><td>0.4587</td></tr>
<tr><td>Cell taking the most area after synthesis</td><td>sky130_fd_sc_hd__dfrtp_1</td></tr>
<tr><td>Syn Std Cell Area</td><td>272.8 um2</td></tr>
<tr><td>Cell types with the largest area share after synthesis</td><td>sky130_fd_sc_hd__dfrtp_1, sky130_fd_sc_hd__ha_1, sky130_fd_sc_hd__xnor2_1, sky130_fd_sc_hd__and4bb_4, sky130_fd_sc_hd__o31ai_2</td></tr>
<tr><td>Number of distinct library cell variants in the gate-level netlist after synthesis</td><td>15</td></tr>
<tr><td>Yosys cell count</td><td>25</td></tr>
<tr><td>Avg Synthesized Cell Area</td><td>10.91 um2</td></tr>
<tr><th colspan="2">Clock tree</th></tr>
<tr><td>Clock-pin transition on the worst setup and hold timing paths</td><td>0.05 ns</td></tr>
<tr><td>Clk latency late pin</td><td>0.25 ns</td></tr>
<tr><td>Root buffer cell</td><td>sky130_fd_sc_hd__clkbuf_4</td></tr>
<tr><td>Cts bufs inserted</td><td>3</td></tr>
<tr><td>H-Tree Level Count</td><td>1</td></tr>
<tr><td>Number of clock sinks</td><td>5</td></tr>
<tr><td>Hold bufs inserted after CTS</td><td>0</td></tr>
<tr><td>Clock tree from TritonCTS</td><td>done</td></tr>
<tr><td>Max clock buf depth</td><td>2</td></tr>
<tr><th colspan="2">Critical path</th></tr>
<tr><td>FF-to-FF End</td><td>count[1]$_DFFE_PN0P_</td></tr>
<tr><td>Critical path launch point type</td><td>flop</td></tr>
<tr><td>Critical path data arrival time</td><td>between 1 and 1.5 ns</td></tr>
<tr><td>Critical R2R Launch</td><td>count[1]$_DFFE_PN0P_</td></tr>
<tr><td>FF-to-FF setup slack</td><td>0.78 ns</td></tr>
<tr><td>Kind of capture point of the worst setup path</td><td>output port</td></tr>
<tr><td>Crit Path Category</td><td>flop to output port</td></tr>
<tr><td>Critical Path Fanout Max</td><td>2</td></tr>
<tr><td>Number of cells on the worst reg-to-reg path</td><td>6</td></tr>
<tr><td>Worst endpoint required time</td><td>1.60 ns</td></tr>
<tr><th colspan="2">Place</th></tr>
<tr><td>Count of input and output buffers</td><td>3</td></tr>
<tr><td>Placed wire-length estimate</td><td>between 400 and 500 um</td></tr>
<tr><td>Gpl congestion</td><td>about 0.7</td></tr>
<tr><th colspan="2">Run</th></tr>
<tr><td>Reported max-cap violation count</td><td>0</td></tr>
<tr><td>Total number of warnings across the stage logs</td><td>26</td></tr>
<tr><th colspan="2">Floorplanning</th></tr>
<tr><td>Height of the chip</td><td>80 um</td></tr>
<tr><td>Boundary pin count</td><td>4</td></tr>
<tr><td>X dimension of the die</td><td>80 um</td></tr>
<tr><td>Chip footprint</td><td>~6400 um2</td></tr>
<tr><td>Std cell rows</td><td>21</td></tr>
<tr><td>Floorplan Utilization</td><td>0.07985</td></tr>
<tr><td>Placeable core area</td><td>about 3400 um2</td></tr>
<tr><th colspan="2">Min path</th></tr>
<tr><td>Worst min-delay path class</td><td>input pin to asynchronous set/reset pin</td></tr>
</table>
[worst max-delay path, stage by stage (launching register included)]
cell and delay (ns):
sky130_fd_sc_hd__dfrtp_1 0.38, sky130_fd_sc_hd__inv_2 0.07, sky130_fd_sc_hd__ha_4 0.13, sky130_fd_sc_hd__and4bb_4 0.24
sky130_fd_sc_hd__dlymetal6s2s_1 0.10
[worst max path at each step]
stage	from	endpoint	depth (start not counted)	slack [ns]
finish	count[0]$_DFFE_PN0P_	max	4	0.43
CTS	count[0]$_DFFE_PN0P_	max	4	0.02
global route	count[0]$_DFFE_PN0P_	max	4	0.38
[per-layer routing]
layer / vias up / share of wire / global-route usage
met5: - / 0 / 0
met1: 106 / 0.48 / 0.02677
met4: 0 / 0.013 / 0.005282
met2: 7 / 0.39 / 0.02729
li1: 107 / - / -
met3: 2 / 0.12 / 0.01932
[kinds of logic (layout without fill, tap and decap cells)]
family / count (synthesis) / in the layout / synth area share
compound gates: 3 / 3 / 0.09631
xor+xnor: 3 / 3 / 0.09635
fa+ha+maj: 2 / 2 / 0.09173
buf+inv: 2 / 13 / 0.02753
flops: 5 / 5 / 0.4587
mux: 1 / 1 / 0.03670
simple gates: 9 / 9 / 0.1927
[through the flow]
stage / instances / setup slack (ns) / area, um2 / total power [W] / hold slack [ns]
6_report: 82 / 0.4291 / 431.7 / 0.0005589 / 0.3757
5_1_grt: 82 / 0.3780 / 431.7 / 0.0006181 / 0.3799
4_1_cts: 81 / 0.02326 / 421.7 / 0.0005435 / 0.3768
3_5_place_dp: 74 / 0.1800 / 360.3 / 0.0003620 / 0.5226
3_3_place_gp: 74 / 0.2071 / 360.3 / 0.0003459 / 0.4968
2_1_floorplan: 25 / 0.7339 / 272.8 / 0.0003221 / 0.1044
[what timing repair did]
item | in CTS | in global routing
buffers inserted | 3 | 1
pin swaps | 0 | 0
endpoints found under the setup margin | 1 | 1
resized | 3 | 2
[cell usage in the layout (no fill, tap or decap)]
| cell | n |
|---|---|
| sky130_fd_sc_hd__dlymetal6s2s_1 | 1 |
| sky130_fd_sc_hd__o21ai_2 | 1 |
| sky130_fd_sc_hd__nor2_1 | 3 |
| sky130_fd_sc_hd__nand2b_1 | 1 |
| sky130_fd_sc_hd__xnor2_1 | 2 |
| sky130_fd_sc_hd__dfrtp_1 | 5 |
| sky130_fd_sc_hd__ha_4 | 1 |
| sky130_fd_sc_hd__xor2_1 | 1 |
| sky130_fd_sc_hd__nand4_1 | 1 |
| sky130_fd_sc_hd__buf_4 | 4 |
| sky130_fd_sc_hd__o31ai_2 | 1 |
| sky130_fd_sc_hd__ha_1 | 1 |
| sky130_fd_sc_hd__clkbuf_1 | 1 |
| sky130_fd_sc_hd__nand3_1 | 1 |
| sky130_fd_sc_hd__mux2i_1 | 1 |
| sky130_fd_sc_hd__a21oi_1 | 1 |
| sky130_fd_sc_hd__and4bb_4 | 1 |
| sky130_fd_sc_hd__nand2_1 | 2 |
| sky130_fd_sc_hd__clkbuf_4 | 3 |
| sky130_fd_sc_hd__clkdlybuf4s50_1 | 2 |
| sky130_fd_sc_hd__inv_2 | 2 |
[area by class of cell]
cell class,instances,area [um2],share of cell area
well taps,46,57.56,0.1333
clock buffers,4,26.28,0.06087
repair buffers,7,62.56,0.1449
multi-input cells,18,152.6,0.3536
flip-flops and latches,5,125.1,0.2899
inverters,2,7.507,0.01739
[power by group through the flow]
stage | clock network, W | registers, W | logic (W)
6_report | 0.000122 | 0.000192 | 0.000245
5_1_grt | 0.000134 | 0.000201 | 0.000283
4_1_cts | 0.000126 | 0.000189 | 0.000228
Power figures rest on the tool's default switching activity, not on a simulated workload.
